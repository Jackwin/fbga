==> /design/flow/design.v <==
`timescale 1ns/1ps
module register (
    input           clk,     
    input           rst_n,   
    input [31:0]    data_in,
    input [3:0]     addr_in,
    input           wr_in,
    input           rd_in,
    output [31:0]   data_out,
    output reg      data_valid_out
);
wire    [31:0]      ram_dout;
ram # (
    .RAM_DEPTH(16),
    .RAM_DATA_WIDTH(32)
    )reg_ram(
    .clk (clk),
    .din(data_in),
    .wr_ena(wr_in),
    .addr(addr_in),
    .dout(ram_dout)
    );
always @(posedge clk) begin
    data_valid_out <= rd_in;
end  
assign data_out = ram_dout;
endmodule
module ram # (
    parameter RAM_DEPTH = 1024,
    parameter RAM_DATA_WIDTH = 256
    )(
    input                       clk,
    input [RAM_DATA_WIDTH-1:0]  din,
    input                       wr_ena,
    input [RAM_ADDR_WIDTH-1:0]  addr,
    output [RAM_DATA_WIDTH-1:0] dout
    );
localparam RAM_ADDR_WIDTH = $clog2(RAM_DEPTH);
reg [RAM_DATA_WIDTH-1:0] ram[0:RAM_DEPTH-1];
always @(posedge clk) begin
    if (wr_ena) begin
        ram[addr] <= din;
    end  
end
assign dout = ram[addr];
endmodule
==> /design/flow/run.sh <==
#!/bin/bash
# OpenROAD 26Q1-2900-gdf79404cd8, Yosys 0.63+post, stock flow scripts
make -C /OpenROAD-flow-scripts/flow DESIGN_CONFIG=/design/flow/config.mk WORK_HOME=/design/flow/orfs finish
==> /design/flow/config.mk <==
export PLATFORM = sky130hd
export DESIGN_NAME = register
export DESIGN_NICKNAME = register
export VERILOG_FILES = /design/flow/design.v
export SDC_FILE = /design/flow/constraint.sdc
export NUM_CORES = 4
export LEC_CHECK = 1
export CORE_UTILIZATION = 50
==> /design/flow/constraint.sdc <==
current_design register

set clk_period 4.4
set clk_io_pct 0.2

create_clock -name clk0 -period $clk_period [get_ports {clk}]

set non_clock_inputs [all_inputs -no_clocks]
set_input_delay [expr $clk_period * $clk_io_pct] -clock clk0 $non_clock_inputs
set_output_delay [expr $clk_period * $clk_io_pct] -clock clk0 [all_outputs]
==> notes.md <==
Flow results follow.

The flow ran to the end, and the final reports show no timing, DRC or antenna violations. The netlist area before placement is 0.0192 mm^2. The row count is 71. The number of warning messages in the logs is 26. The total of hold buffers inserted after clock tree synthesis is 0. In the synthesis report, Yosys lists the chip area as 0.0192 mm^2.

Setup repair after global routing left no endpoint under its margin. The count of cells resized by post-cts repair is 0. Along the worst path, the maximum fanout reaches 16. The share of synthesized area in the top cell type comes to 0.799. Per the final timing report, the hold violations number 0. The chip area is 0.0393 mm^2.

The pre-placement core utilization is 0.510. The number of top-level pins is 73. The end-of-flow timing check tallies setup violations at 0. Sorting the synthesized cells by area gives the leading types as sky130_fd_sc_hd__edfxtp_1 (80%), sky130_fd_sc_hd__mux4_2 (15%), sky130_fd_sc_hd__a22oi_1 (2.5%). The max-slew violation count is 0. The detailed-routing iteration count for the pre-antenna-repair pass is 4. Per the layout report, the design carries approximately 2500 filler cells.

STA classifies the critical path endpoint as an output port. In the final timing run, aggregate negative setup slack is 0 ns. The logic area is around 0.0037 mm^2. The die is 198 um tall. In the final layout, flip-flops and latches occupy 0.0154 mm^2. The H-tree depth is 2. The clock transition at the register clock pins on the worst setup and hold paths after CTS is around 0.050 ns. In this run, CTS created clock tree buffers numbering 51. The post-route minimum period is roughly 4 ns.

The number of clock sinks is between 500 and 600. The number of antenna violations at the first check in global routing is 1. The routed layout has 8788 vias. The post-detailed-route count of antenna-violating nets is 0. The cell taking the most area after synthesis is sky130_fd_sc_hd__edfxtp_1. The core region is 0.0378 mm^2. The via count of the first global-routing pass is 9971. Summing all non-filler instances in the final layout gives an area of about 0.023 mm^2. STA classifies the critical path startpoint as an input port. The area growth from synthesis to layout is 17.4%. Summed over all nets, the half-perimeter wirelength after detailed placement is 21600 um. The number of buffer cells added on primary ports is 71.

Summed over all layers, the global routing overflow is 0. The global-route wire length before repair is 59300 um. The tree is rooted in a sky130_fd_sc_hd__clkbuf_16. Once iteration 0 of detailed routing completed, the report listed 416 DRC markers.

The number of instances in the synthesized netlist is 809. The design draws 10.1 mW. The analysis attributes to cell leakage a power of around 7.1 nW. The arrival time of data at the critical path endpoint is 3.13 ns. The maximum clock insertion buffer count is 3. The global-route usage over all layers is 0.242. For this run, the number of Yosys warnings is 2. Per the repair_timing log after CTS, setup buffers inserted total 0. For this run, the register share of the synthesized area comes to 0.800. The report counts max-capacitance violations totalling 0. The script computed a power per unit cell area of approximately 450 mW/mm^2. The final weighted congestion of routability-driven global placement is 0.761. The data required time reported for the critical path is 3.52 ns. After detailed routing, the average wire length per cell comes to 26.7 um. After detailed routing, the total wire length is slightly below 40000 um.

TritonRoute reported its final design rule violation total as 0. Across the VDD grid, the largest voltage drop is 0.332 mV. The TritonCTS clock tree is done. Post-route period utilization is reported as 0.912. A synthesized cell averages 23.8 um^2. The antenna cell count is 0. The area of placed instances is roughly 0.021 mm^2. The pin count of the biggest net entering global routing is 42. The share of cells above drive strength 1 is 0.276.

Per the slew report, the remaining headroom to the max-slew limit stands at 0.472. The setup path with the least slack is of type input port to output port. Static timing analysis puts the maximum clock frequency at 249 MHz. The register bit count reported by yosys is 513. The average vias per placed instance is 5.93. Per the synthesis report, the number of distinct cell types is 17. The transition at the pin with the smallest max-transition slack is 0.790 ns. Yosys stat counts 809 cells in the synthesized netlist. The floorplan step set the die width to around 200 um. The path class of the tightest hold or removal check is input port to register.
cell type report:
type | instances | area share
clock buffers | 61 | 0.0600
repair buffers | 114 | 0.0536
clock inverters | 32 | 0.0105
well taps | 511 | 0.0283
multi-input cells | 251 | 0.166
flip-flops and latches | 513 | 0.682
per-layer routing:
layer,share of wire,vias to the layer above,global-route usage
li1,-,3733,-
met1,0.32,4360,0.315
met2,0.49,625,0.351
met3,0.17,68,0.184
met4,0.021,2,0.0465
met5,0.00033,-,0.00511
path summary, 6_finish.rpt:
kind,startpoint,to,slack (ns),cells after the start
worst max-delay path,addr_in[3],data_out[26],0.39,6
worst min-delay path,rd_in,data_valid_out,0.76,1
power breakdown:
part	switching, mW	leakage [nW]	total [mW]	internal [mW]
clock	1.70	0.774	4.07	2.37
sequential	0.0212	4.63	5.50	5.48
combinational	0.280	1.68	0.548	0.268
registers in the layout (all words and copies together) (netlist names):
signal and cells:
data_valid_out 1, reg_ram.ram 512
metrics by stage:
step	util	setup slack (ns)	hold WS, ns	std cells
floorplan	-	0.276	0.908	809
global placement	0.556	0.445	1.33	1389
detailed placement	0.556	0.415	1.34	1389
CTS	0.598	0.408	0.736	1482
global route	0.598	0.256	0.742	1482
finish	0.598	0.389	0.760	1482
placed cells by master, fill, tap and decap left out:
master,instances
sky130_fd_sc_hd__a22oi_1,64
sky130_fd_sc_hd__and2_2,1
sky130_fd_sc_hd__buf_12,14
sky130_fd_sc_hd__buf_4,30
sky130_fd_sc_hd__bufinv_16,3
sky130_fd_sc_hd__clkbuf_1,8
sky130_fd_sc_hd__clkbuf_16,53
sky130_fd_sc_hd__clkbuf_8,1
sky130_fd_sc_hd__clkdlybuf4s50_1,69
sky130_fd_sc_hd__clkinv_1,11
sky130_fd_sc_hd__clkinv_2,12
sky130_fd_sc_hd__clkinv_4,1
sky130_fd_sc_hd__clkinvlp_4,5
sky130_fd_sc_hd__dfxtp_1,1
sky130_fd_sc_hd__edfxtp_1,512
sky130_fd_sc_hd__mux4_2,128
sky130_fd_sc_hd__nand2_1,33
sky130_fd_sc_hd__nand2b_1,2
sky130_fd_sc_hd__nand3_1,1
sky130_fd_sc_hd__nand3b_1,2
sky130_fd_sc_hd__nor2_4,13
sky130_fd_sc_hd__nor2b_4,2
sky130_fd_sc_hd__nor3_2,4
sky130_fd_sc_hd__or3b_2,1
worst max-delay path, stage by stage:
cell and delay [ns]:
sky130_fd_sc_hd__clkdlybuf4s50_1 0.73, sky130_fd_sc_hd__and2_2 0.49, sky130_fd_sc_hd__buf_12 0.24, sky130_fd_sc_hd__a22oi_1 0.10, sky130_fd_sc_hd__nand2_1 0.18, sky130_fd_sc_hd__clkdlybuf4s50_1 0.50
synthesized netlist by cell type:
master	count
sky130_fd_sc_hd__buf_6	6
sky130_fd_sc_hd__and2_1	1
sky130_fd_sc_hd__edfxtp_1	512
sky130_fd_sc_hd__or3b_2	1
sky130_fd_sc_hd__buf_4	1
sky130_fd_sc_hd__nand2_1	33
sky130_fd_sc_hd__dfxtp_1	1
sky130_fd_sc_hd__nor3_1	4
sky130_fd_sc_hd__nand2b_1	2
sky130_fd_sc_hd__nor2b_1	2
sky130_fd_sc_hd__buf_2	11
sky130_fd_sc_hd__nand3b_1	2
sky130_fd_sc_hd__nand3_1	1
sky130_fd_sc_hd__a22oi_1	64
sky130_fd_sc_hd__clkbuf_1	27
sky130_fd_sc_hd__nor2_1	13
sky130_fd_sc_hd__mux4_2	128
kinds of logic (layout without fill, tap and decap cells):
| group | Yosys count | count (layout) | share of synthesized area |
|---|---|---|---|
| compound gates | 64 | 64 | 0.0250 |
| buf+inv | 45 | 207 | 0.0120 |
| flops | 513 | 513 | 0.800 |
| mux | 128 | 128 | 0.150 |
| simple gates | 59 | 59 | 0.0131 |
No activity file was given, so power comes from the tool's default toggle rates.
