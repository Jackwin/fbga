## flow/design.v

```verilog
`timescale 1ns/1ps
module data_gen (
    input           clk,
    input           rst_n,
    input           data_gen_in,
    input [7:0]     data_gen_num_in,
    output [31:0]   data_gen_o,
    output          data_gen_valid_o
);
localparam IDLE = 1'b0,
            DATA_GEN = 1'b1;
reg         data_gen_r, data_gen_p;
reg [7:0]   data_gen_num;
reg         state;
reg [31:0]  data_gen;
reg         data_gen_valid;
reg [7:0]   data_cnt;
always @(posedge clk) begin
    data_gen_r <= data_gen_in;
    data_gen_p <= ~data_gen_r & data_gen_in;
end  
always @(posedge clk) begin
    if (~rst_n) begin
        data_gen_num <= 'h0;
    end  
    else if (data_gen_p) begin
        data_gen_num <= data_gen_num_in;
    end  
end  
always @(posedge clk) begin
    if (~rst_n) begin
        state <= IDLE;
    end
    else begin
        case(state)
            IDLE: begin
                if (data_gen_p) state <= DATA_GEN;
                data_gen_valid <= 1'b0;
                data_gen <= 32'h00010203;
                data_cnt <= 'h0;
            end  
            DATA_GEN: begin
                data_gen <= data_gen + 32'h04040404;
                data_gen_valid <= 1'b1;
                data_cnt <= data_cnt + 1'b1;
                if (data_cnt == data_gen_num) begin
                    state <= IDLE;
                end  
            end  
            default: begin
                data_gen_valid <= 1'b0;
                state <= IDLE;
            end
        endcase  
    end  
end  
assign data_gen_o = data_gen;
assign data_gen_valid_o = data_gen_valid;
endmodule
```

## flow/run.sh

```bash
#!/bin/bash
# OpenROAD 26Q1-2900-gdf79404cd8, Yosys 0.63+post, stock flow scripts
make -C /OpenROAD-flow-scripts/flow DESIGN_CONFIG=/design/flow/config.mk WORK_HOME=/design/flow/orfs finish
```

## flow/config.mk

```make
export PLATFORM = sky130hd
export DESIGN_NAME = data_gen
export DESIGN_NICKNAME = data_gen
export VERILOG_FILES = /design/flow/design.v
export SDC_FILE = /design/flow/constraint.sdc
export NUM_CORES = 4
export LEC_CHECK = 1
export CORE_UTILIZATION = 40
```

## flow/constraint.sdc

```tcl
current_design data_gen

set clk_period 6.6
set clk_io_pct 0.2

create_clock -name clk0 -period $clk_period [get_ports {clk}]

set non_clock_inputs [all_inputs -no_clocks]
set_input_delay [expr $clk_period * $clk_io_pct] -clock clk0 $non_clock_inputs
set_output_delay [expr $clk_period * $clk_io_pct] -clock clk0 [all_outputs]
```

==> run summary <==
On the backend side, the flow ran end to end.

The synthesis area per yosys stands at between 2000 and 3000 sq um. The run finished with clean final reports. Pin placement for this block handled 44 I/O pins.

For the final routed database, the setup TNS stands at 0 ns. The via count of the first global-routing pass was roughly 1,800. The number of antenna violations at the first check in global routing stands at 0. The most critical setup path has its endpoint at data_gen_o[12]. Entering global routing, the biggest net connects between 40 and 50 pins.

The clock passes through at most 2 buffers. The leakage component of the power was reported as roughly 1.1 nW. For the worst reg-to-reg path, the startpoint reported by OpenROAD is data_gen[2]. The number of filler instances in the final layout stands at around 580. The final cycle utilization of the critical path stands at 0.398. The main area contributors are edfxtp_1, dfxtp_1, xnor2_1, and2_1, xor2_1. The initial DRC count stands at 68. The total detailed-routing wirelength stands at 5000 microns. The proportion of netlist area held by the largest area contributor stands at 0.446. In the synthesized netlist the async set-or-reset flop fraction comes to 0.

The timing report attributes the biggest portion of critical-path delay to buffers and inverters. The remaining antenna violation count stands at 0. The largest driver fanout on the critical path stands at 6. The post-cts resize count stands at 0.

The synthesis report lists the Yosys warning total as 1. The chip footprint stands at around 6900 sq um. The required time of the critical path stands at 5.28 ns. The top cell type in the final layout, fill and taps aside, is clkdlybuf4s50_1.

The count of state elements after synthesis stands at about 50. The shortest period the worst path allows stands at around 2.6 ns. Each instance of the synthesized netlist takes up on average 11.4 sq um.

Recorded from the global router log, the overflow total was 0. The count of hold-fix buffers inserted at cts stands at 0. Total power normalized to cell area comes to between 200 and 250 nW/um^2. Leaving out fill and tap cells, the most frequent cells in the layout are clkdlybuf4s50_1, edfxtp_1, nand3_1, and2_1, xnor2_1. The half-perimeter wire length of the detailed placement result stands at around 3300 microns.

Clock tree synthesis selected as its root buffer the cell clkbuf_8. The actual slew at the worst max-slew pin stands at ~0.6 ns. The endpoint arrival time on the critical path stands at 1.30 ns. The clock skew stands at ~0.011 ns. Port buffering added between 40 and 50 buffers.

The STA report counts the stages on the worst setup path as 1. The x dimension of the die stands at ~83 microns. The number of cell instances after yosys synthesis stands at 231. Walking the worst path, the cells encountered are clkdlybuf4s50_1. Note that the worst hold path type here is register to register.

The setup slack on the worst flop-to-flop path stands at roughly 4.6 ns. Derived from the worst setup path, the maximum achievable clock frequency is ~380 MHz. At the later pin of the worst-skew pair, clock insertion delay measures just over 0.3 ns. The critical path starts at data_gen[12].

The share of the Yosys chip area taken by registers is 0.529. The delay contributed by the slowest stage of the critical path stands at just over 0.5 ns. The peak supply drop stands at roughly 110 uV. Setup repair after global routing left no endpoint under its margin. The area taken by flip-flops and latches stands at between 1000 and 1500 sq um. The number of DRC violations after detailed routing stands at 0. The worst setup path is launched from a register.

The logic area stands at around 1200 sq um. The worst pin sits at a relative slew slack of 0.600. In this run the layout overhead on the synthesized area is reported as 22.6%. The worst hold path begins at data_gen_r. The number of vias per cell stands at ~5.4. The post-placement cell count stands at around 340.

For reference, the placement row count at floorplan is 29. STA lists the endpoint of the worst register-to-register path as data_gen[22]. The clock transition time at the flip-flop clock pins of the worst setup and hold paths stands at ~0.1 ns. The combined area of all synthesized cells stands at 2630 sq um. The worst setup path is captured at an output port.

At the floorplan stage, the core utilization is reported as 0.414. TritonCTS built the clock tree. The count of buffer and inverter cells on the critical path stands at 1. The via count of the routed design stands at between 1,500 and 2,000. The max-capacitance violation count stands at 0. The final worst-path setup slack stands at about 4 ns. The pre-CTS setup slack stands at about 4.3 ns.

The critical path is of the register to output port type. The post-route worst hold slack stands at 0.389 ns. Per the final layout report, the fraction of cells sized above drive strength 1 comes to 0.0655. According to the report, the first pass of detailed routing completed in 5 iterations. The finished layout holds 352 standard cells, fillers aside. The last weighted congestion value of the routability-driven placer stands at between 0.7 and 0.8.

The count of mapped cells out of synthesis stands at ~230. Per the final timing report, the hold violations number 0. The total CTS buffers stands at 5. The cell depth of the worst flop-to-flop path stands at 6. Sorting the Yosys area breakdown by cell type puts at the top edfxtp_1. The post-synth count of flops with an enable pin is 39. The count of inserted antenna diode cells stands at 0. For this run, the leading register cell type out of synthesis is edfxtp_1. Among all stages on the critical path, the largest delay is contributed by clkdlybuf4s50_1. In this run the number of H-tree levels came out at 2. Summed over all routing layers, the global router reports a total usage of 0.157. The routed length per placed instance stands at roughly 14 microns. The number of setup violations in the final report stands at 0. The first global-routing pass estimated between 8000 and 9000 microns of wire. After floorplanning, the core was sized to cover approximately 6300 sq um. In this run the vertical extent of the chip is 83.1 microns.

The CTS sink count stands at 50. The post-CTS setup-driven buffer insertion count stands at 0. Across all stage logs, warnings added up to 25. The tally of unique sky130hd cells used after synthesis stands at ~40. The max-slew violation count stands at 0.
## per-layer routing
metal	vias up	routed length, microns	global-route usage
li1	928	-	-
met1	911	2400	0.262
met2	36	2360	0.241
met3	12	151	0.0212
met4	0	90	0.0219
met5	-	0	0
## registers in the layout, summed over array words and instances (netlist names)
name	cells
data_gen	30
data_gen_valid	1
data_cnt	8
state	1
data_gen_num	8
data_gen_p	1
data_gen_r	1
## cell usage after synthesis, drive strengths merged (4+ instances only)
cell type,instances
edfxtp,39
and2,22
nand3,22
xnor2,16
xor2,13
dfxtp,11
nand2,11
nor2b,11
a21boi,9
mux2i,9
o21ai,9
or3,8
and3,6
clkbuf,6
nand4,6
and4,4
nor2,4
nor4,4
## power breakdown
| part | switching [mW] | total, mW | internal (mW) |
|---|---|---|---|
| logic | 0.0276 | 0.0700 | 0.0424 |
| clock network | 0.106 | 0.220 | 0.113 |
| registers | 0.0218 | 0.380 | 0.358 |
| total | 0.156 | 0.670 | 0.514 |
## final cells by class
class                      instances  area share
timing repair buffer              43       0.130
clock inverter                     2      0.0117
tap                               77      0.0299
clock buffer                       6      0.0225
sequential                        50       0.432
inverter                           1     0.00117
multi-input combinational        173       0.372
## cell families after synthesis
kind of cell / Yosys count / share of synthesized area
AND-OR/OR-AND: 31 / 0.0847
XOR/XNOR: 29 / 0.0966
adder cells (fa/ha/maj): 2 / 0.00952
buffers and inverters: 9 / 0.0157
flip-flops: 50 / 0.529
multiplexers: 9 / 0.0343
other: 1 / 0.00143
AND/OR/NAND/NOR: 100 / 0.228
## stage by stage
step                instance area [sq um]   util  power [mW]
global placement                     3110  0.490       0.458
floorplan                            2630      -       0.417
global route                         3220  0.507       0.701
CTS                                  3220  0.507       0.677
finish                               3220  0.507       0.670
detailed placement                   3110  0.490       0.458
## worst min-delay path by stage
| stage | cells past startpoint | end |
|---|---|---|
| global route | 1 | data_gen_p |
| CTS | 1 | data_gen_p |
| finish | 1 | data_gen_p |
Power is estimated from default activity; no workload was simulated.
